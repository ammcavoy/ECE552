<file path="run.sh">
#!/bin/bash
# OpenROAD 26Q1-2900-gdf79404cd8, Yosys 0.63+post, stock flow scripts
make -C /OpenROAD-flow-scripts/flow DESIGN_CONFIG=/design/flow/config.mk WORK_HOME=/design/flow/orfs finish
</file>
<file path="config.mk">
export PLATFORM = sky130hd
export DESIGN_NAME = decode
export DESIGN_NICKNAME = decode
export VERILOG_FILES = /design/flow/design.v
export SDC_FILE = /design/flow/constraint.sdc
export NUM_CORES = 4
export LEC_CHECK = 1
export CORE_UTILIZATION = 50
</file>
<file path="constraint.sdc">
current_design decode

set clk_period 11.6
set clk_io_pct 0.2

create_clock -name clk0 -period $clk_period [get_ports {clk}]

set non_clock_inputs [all_inputs -no_clocks]
set_input_delay [expr $clk_period * $clk_io_pct] -clock clk0 $non_clock_inputs
set_output_delay [expr $clk_period * $clk_io_pct] -clock clk0 [all_outputs]
</file>
<file path="design.v">
module nand2 (out,in1,in2);
    output out;
    input in1,in2;
    assign out = ~(in1 & in2);
endmodule
module not1 (out, in1);
    output out;
    input in1;
    assign out = ~in1;
endmodule
module and2 (out,in1,in2);
    output out;
    input in1,in2;
    wire nand2;
    nand2 x(.out(nand2), .in1(in1), .in2(in2));
    not1 y(.out(out), .in1(nand2));
endmodule
module dec3_to_8 (in, out);
    input [2:0] in;
    output [7:0] out;
    assign out = (in == 3'b000) ? 8'b00000001 :
	         (in == 3'b001) ? 8'b00000010 :
		 (in == 3'b010) ? 8'b00000100 :
		 (in == 3'b011) ? 8'b00001000 :
	  	 (in == 3'b100) ? 8'b00010000 :
		 (in == 3'b101) ? 8'b00100000 :
		 (in == 3'b110) ? 8'b01000000 :
		 (in == 3'b111) ? 8'b10000000 :
		 8'bxxxxxxxx;
endmodule
module dff (
            q,
            d, clk, rst
            );
    output         q;
    input          d;
    input          clk;
    input          rst;
    reg            state;
    assign #(1) q = state;
    always @(posedge clk) begin
      state = rst? 0 : d;
    end
endmodule
module mux8_1_16b(out, in1, in2, in3, in4, in5, in6, in7, in8, s);
    parameter N = 16;
    output [N-1:0]  out;
    input [N-1:0]   in1, in2, in3, in4, in5, in6, in7, in8;
    input [2:0]     s;
    assign out = (s == 3'b000) ? in1 :
	         (s == 3'b001) ? in2 :
		 (s == 3'b010) ? in3 :
		 (s == 3'b011) ? in4 :
		 (s == 3'b100) ? in5 :
		 (s == 3'b101) ? in6 :
		 (s == 3'b110) ? in7 :
		 (s == 3'b111) ? in8 :
		 16'b0000000000000000;
endmodule
module regFile (
                read1Data, read2Data, err,
                clk, rst, read1RegSel, read2RegSel, writeRegSel, writeData, writeEn
                );
   input        clk, rst;
   input [2:0]  read1RegSel;
   input [2:0]  read2RegSel;
   input [2:0]  writeRegSel;
   input [15:0] writeData;
   input        writeEn;
   output [15:0] read1Data;
   output [15:0] read2Data;
   output        err;
   wire [7:0] one_hot_sel;
   dec3_to_8 write_dec(.in(writeRegSel), .out(one_hot_sel));
   wire w_reg0, w_reg1, w_reg2, w_reg3, w_reg4, w_reg5, w_reg6, w_reg7;
   and2 reg0_and(.out(w_reg0), .in1(one_hot_sel[0]), .in2(writeEn));
   and2 reg1_and(.out(w_reg1), .in1(one_hot_sel[1]), .in2(writeEn));
   and2 reg2_and(.out(w_reg2), .in1(one_hot_sel[2]), .in2(writeEn));
   and2 reg3_and(.out(w_reg3), .in1(one_hot_sel[3]), .in2(writeEn));
   and2 reg4_and(.out(w_reg4), .in1(one_hot_sel[4]), .in2(writeEn));
   and2 reg5_and(.out(w_reg5), .in1(one_hot_sel[5]), .in2(writeEn));
   and2 reg6_and(.out(w_reg6), .in1(one_hot_sel[6]), .in2(writeEn));
   and2 reg7_and(.out(w_reg7), .in1(one_hot_sel[7]), .in2(writeEn));  
   wire [15:0] reg0_q, reg1_q, reg2_q, reg3_q, reg4_q, reg5_q, reg6_q, reg7_q;
   reg_16b reg0(.q_16b(reg0_q), .d_16b(writeData), .clk(clk), .rst(rst), .write(w_reg0));
   reg_16b reg1(.q_16b(reg1_q), .d_16b(writeData), .clk(clk), .rst(rst), .write(w_reg1));
   reg_16b reg2(.q_16b(reg2_q), .d_16b(writeData), .clk(clk), .rst(rst), .write(w_reg2));
   reg_16b reg3(.q_16b(reg3_q), .d_16b(writeData), .clk(clk), .rst(rst), .write(w_reg3));
   reg_16b reg4(.q_16b(reg4_q), .d_16b(writeData), .clk(clk), .rst(rst), .write(w_reg4));
   reg_16b reg5(.q_16b(reg5_q), .d_16b(writeData), .clk(clk), .rst(rst), .write(w_reg5));
   reg_16b reg6(.q_16b(reg6_q), .d_16b(writeData), .clk(clk), .rst(rst), .write(w_reg6));
   reg_16b reg7(.q_16b(reg7_q), .d_16b(writeData), .clk(clk), .rst(rst), .write(w_reg7));
   mux8_1_16b read1_mux(.out(read1Data), .in1(reg0_q), .in2(reg1_q), .in3(reg2_q), .in4(reg3_q), .in5(reg4_q), .in6(reg5_q), .in7(reg6_q), .in8(reg7_q), .s(read1RegSel));
   mux8_1_16b read2_mux(.out(read2Data), .in1(reg0_q), .in2(reg1_q), .in3(reg2_q), .in4(reg3_q), .in5(reg4_q), .in6(reg5_q), .in7(reg6_q), .in8(reg7_q), .s(read2RegSel));
endmodule
module reg_16b (q_16b, d_16b, clk, rst, write);
    parameter N = 16;
    output [N - 1:0] q_16b;
    input [N -1:0] d_16b;
    input clk, rst, write;
    wire new_clk, not_clk2, new_clk2;
    wire [15:0] write_d;
    assign write_d = write ? d_16b : q_16b;
    dff flop0(.q(q_16b[0]), .d(write_d[0]), .clk(clk), .rst(rst));
    dff flop1(.q(q_16b[1]), .d(write_d[1]), .clk(clk), .rst(rst));
    dff flop2(.q(q_16b[2]), .d(write_d[2]), .clk(clk), .rst(rst));
    dff flop3(.q(q_16b[3]), .d(write_d[3]), .clk(clk), .rst(rst));
    dff flop4(.q(q_16b[4]), .d(write_d[4]), .clk(clk), .rst(rst));
    dff flop5(.q(q_16b[5]), .d(write_d[5]), .clk(clk), .rst(rst));
    dff flop6(.q(q_16b[6]), .d(write_d[6]), .clk(clk), .rst(rst));
    dff flop7(.q(q_16b[7]), .d(write_d[7]), .clk(clk), .rst(rst));
    dff flop8(.q(q_16b[8]), .d(write_d[8]), .clk(clk), .rst(rst));
    dff flop9(.q(q_16b[9]), .d(write_d[9]), .clk(clk), .rst(rst));
    dff flop10(.q(q_16b[10]), .d(write_d[10]), .clk(clk), .rst(rst));
    dff flop11(.q(q_16b[11]), .d(write_d[11]), .clk(clk), .rst(rst));
    dff flop12(.q(q_16b[12]), .d(write_d[12]), .clk(clk), .rst(rst));
    dff flop13(.q(q_16b[13]), .d(write_d[13]), .clk(clk), .rst(rst));
    dff flop14(.q(q_16b[14]), .d(write_d[14]), .clk(clk), .rst(rst));
    dff flop15(.q(q_16b[15]), .d(write_d[15]), .clk(clk), .rst(rst));
endmodule
`default_nettype none
module decode (clk, rst,
	       curr_PC, inc_PC, inst,   
	       WB_out,		        
	       RegDst, RegWrite, PC_cntrl, Imm_cntrl, Link_cntrl, RD2_sel,  
	       ReadData1, ReadData2, Imm, PC_cntrl_out); 	   
    input wire clk, rst;
    input wire [15:0] curr_PC, inc_PC, inst, WB_out;  
    input wire [1:0] RegDst;
    input wire RegWrite, PC_cntrl, Link_cntrl, RD2_sel;
    input wire [2:0] Imm_cntrl;
    output wire [15:0] ReadData1, ReadData2, Imm, PC_cntrl_out;
    assign PC_cntrl_out = PC_cntrl ? curr_PC : inc_PC;
    wire [15:0] WriteData;
    wire [2:0]  WriteReg;
    assign WriteData = Link_cntrl ? PC_cntrl_out : WB_out;
    assign WriteReg = (RegDst == 2'b00) ? inst[4:2] :  
	              (RegDst == 2'b01) ? inst[7:5] :  
		      (RegDst == 2'b10) ? inst[10:8] :  
		      (RegDst == 2'b11) ? 3'b111 :   
		      3'bxxx;
    wire [2:0] read2_sel, read1_sel;
    assign read2_sel = (RD2_sel) ? inst[10:8] : inst[7:5];
    assign read1_sel = inst[10:8];
    wire err;   
    regFile RegiterFile(.read1Data(ReadData1), .read2Data(ReadData2), .err(err), .clk(clk), .rst(rst), .writeEn(RegWrite),
	                .read1RegSel(read1_sel), .read2RegSel(read2_sel), .writeRegSel(WriteReg), .writeData(WriteData));
    wire [15:0] s_ext_11b, s_ext_8b, z_ext_8b, s_ext_5b, z_ext_5b;
    assign s_ext_11b = { {5{inst[10]}}, inst[10:0] };
    assign s_ext_8b = { {8{inst[7]}}, inst[7:0] };
    assign z_ext_8b = { {8{1'b0}}, inst[7:0] };
    assign s_ext_5b = { {11{inst[4]}}, inst[4:0] };
    assign z_ext_5b = { {11{1'b0}}, inst[4:0] };
   assign Imm = (Imm_cntrl == 3'b000) ? s_ext_5b :
	        (Imm_cntrl == 3'b001) ? z_ext_5b :
	        (Imm_cntrl == 3'b010) ? s_ext_8b :
	        (Imm_cntrl == 3'b011) ? z_ext_8b :
	        (Imm_cntrl == 3'b100) ? s_ext_11b :
	        16'b0000000000000000;	
endmodule
`default_nettype wire
</file>
==> out/metrics.yaml <==
outcome:
  outcome: "completed"
setup_path:
  cp-start-kind: "primary input"
  cp.required_ns: 9.28
  crit_top_cell: "clkdlybuf4s50_1"
  crit_type: "primary input to output pin"
  end_kind: "output pin"
  cp_top_family: "buffers and inverters"
  cp_max_fo: 16
  arrival_ns: 5.37
  slowest_stage: "clkdlybuf4s50_1"
  critPathBufInv: 3
  max_stage_delay_ns: 0.77
  crit_chain: "clkdlybuf4s50_1, mux2_2, nor3_2, buf_4, a222oi_1, nand3_1, clkdlybuf4s50_1"
run:
  drv_cap: 0
  tool_warnings: 31
global_route:
  grt_max_degree: 78
  grt_overflow: 0
  grt_pass1_wl_um: 37100
  grt.total_usage: 0.309
  antenna_found_initial: 0
  grt_pass1_vias: 6482
clock_tree:
  cts_buffer_depth: 2
  cts_tree: "built"
  numCtsBuffers: 17
  cts_resized: 0
  cts_root_buf: "clkbuf_16"
  htreeDepth: 4
  path_clk_slew_ns: 0.05
  cts_setup_buffers: 0
  cts_sinks: 128
  cts_hold_buffers: 0
  clock_latency_ns: 0.41
final_timing:
  relSlewSlack: 0.309
  worst_slack_ns: 3.91
  tightest_slew_ns: 1.03
  setup-tns-final_ns: 0
  rsz0062_at_grt: "false"
  setup_viol: 0
  fin_skew_ns: 0
  hold_viol: 0
  max_freq_mhz: 130
  report.final.slew_viol_count: 0
  period_minus_slack_ns: 7.69
  period_used_share: 0.663
  hold_ws_ns: 0.613
cells_and_area:
  utilization: 0.650
  area_growth_pct: 24.9
  final_cell_count_no_fill: 1146
  drive_above_1_share: 0.294
  final_area_um2: 10000
yosys:
  ys_seq_share: 0.319
  ys_area_um2: 8030
  synth.cell_area_um2: 8030
  synthArstFlopShare: 0
  synth_flops: 128
  synth-edff-count: 0
  synth-main-ff-cell: "dfxtp_1"
  yosysWarnings: 1
  synth_cell_types: 46
  ys_cells: 816
  avgSynthCellArea_um2: 9.84
  netlist_instances: 816
route:
  first_iter_violations: 458
  wirelength_um: 24500
  viasPerCell: 6.02
  drcViolationCount: 0
  routedWlPerCell_um: 21.3
  num_antenna_cells: 0
  num_vias: 6904
  first_pass_iters: 7
  ant_nets: 0
power:
  ir_drop_uv: 116
  p_total_mw: 1.23
  p_per_area_nw_per_um2: 123
  power_leakage_nw: 4.08
placed_design:
  gp_congestion: 0.878
  place_inst: 1114
  dpl.hpwl_um: 14900
  port_buffers: 133
  placed_cell_area_um2: 9410
  place_ws_ns: 4.00
floorplanning:
  ioPinCount: 139
  fp.coreArea_um2: 15400
  die_h_um: 129
  dieArea_um2: 16600
  initCoreUtil: 0.520
  fp-row-count: 45
  die_x_um: 129
worst_hold_path:
  min-delay-path-class: "register to register"
[path summary, 6_finish.rpt]
path,endpoint,from,cells past startpoint,slack (ns)
worst max-delay path,ReadData2[13],RD2_sel,7,3.91
worst max register to register,RegiterFile.reg1.flop9.state,RegiterFile.reg1.flop9.state,2,10.74
worst min register to register,RegiterFile.reg7.flop10.state,RegiterFile.reg7.flop10.state,2,0.61
worst min-delay path,RegiterFile.reg7.flop10.state,RegiterFile.reg7.flop10.state,2,0.61
[synth_stat cells, drive strengths merged (10+ instances only)]
| master | n | share of area |
|---|---|---|
| nand2 | 33 | 0.015 |
| and2b | 10 | 0.0094 |
| o221ai | 17 | 0.019 |
| buf | 27 | 0.025 |
| mux2 | 201 | 0.29 |
| nand3 | 11 | 0.0069 |
| a221oi | 30 | 0.033 |
| o21ai | 48 | 0.030 |
| nor2 | 34 | 0.016 |
| clkbuf | 36 | 0.017 |
| a21oi | 10 | 0.0062 |
| inv | 13 | 0.0061 |
| a222oi | 10 | 0.012 |
| and3 | 23 | 0.018 |
| dfxtp | 128 | 0.32 |
| nor2b | 110 | 0.086 |
| mux2i | 23 | 0.029 |
[tightest hold or removal path, stage by stage, from the launching register on]
cell and delay, ns:
dfxtp_1 0.33, and2b_1 0.12, mux2_2 0.13
[layout by cell type, fill, tap and decap left out, types with 2 or more instances in the layout]
cell type        netlist  routed
nand4_4                4       4
buf_4                  8      21
mux4_2                 2       2
o22a_2                 2       2
and2_1                 6       6
and3_1                23      23
nor3_2                 2       2
nor3b_1                2       2
and2b_1               10      10
a21oi_1               10      10
a222oi_1              10      10
dfxtp_1              128     128
mux2_2               191     191
nor2b_1              110     110
nor3_4                 3       3
mux2_1                 3       3
o22ai_2                3       3
a22oi_1                6       6
o21ai_0               48      47
nor2_1                34      33
nand2_1               33      33
clkdlybuf4s50_1        0     130
bufinv_16              0       3
o221ai_1              16      16
buf_2                  8       2
mux2_4                 7       7
nand3b_1               3       3
inv_1                 13      13
clkinv_4               0       4
inv_6                  0       3
mux2i_1               23      21
a221oi_1              30      30
nand3_1               11      11
clkinvlp_4             0       2
a22o_1                 5       5
nand2b_1               2       2
clkbuf_16              0      17
[area by class of cell]
cell class | count | area, um^2
Clock buffer | 19 | 443
Clock inverter | 13 | 178
Sequential cell | 128 | 2560
Fill cell | 1190 | 5400
Inverter | 13 | 48.8
Timing Repair Buffer | 153 | 1470
Multi-Input combinational cell | 609 | 5060
Tap cell | 211 | 264
[power by group]
part           internal, mW  switching [mW]
Clock                 0.348           0.209
Combinational         0.106           0.108
Sequential            0.453         0.00851
[routing by layer]
metal | GRT usage | vias to the layer above | part of all wire
li1 | - | 3211 | -
met1 | 0.443 | 3336 | 0.44
met2 | 0.485 | 316 | 0.45
met3 | 0.0737 | 41 | 0.082
met4 | 0.0685 | 0 | 0.025
met5 | 0 | - | 0
[cell families (layout without fill, tap and decap cells)]
logic type,Yosys count,count (layout),share of synthesized area
compound gates,134,134,0.122
simple gates,249,249,0.187
flops,128,128,0.319
buf+inv,79,198,0.0524
mux,226,226,0.320
Power is estimated from default activity; no workload was simulated.
