[run.sh]
#!/bin/bash
# OpenROAD 26Q1-2900-gdf79404cd8, Yosys 0.63+post, stock flow scripts
make -C /OpenROAD-flow-scripts/flow DESIGN_CONFIG=/design/flow/config.mk WORK_HOME=/design/flow/orfs finish
[config.mk]
export PLATFORM = sky130hd
export DESIGN_NAME = regFile_bypass
export DESIGN_NICKNAME = regFile_bypass
export VERILOG_FILES = /design/flow/design.v
export SDC_FILE = /design/flow/constraint.sdc
export NUM_CORES = 4
export LEC_CHECK = 1
export CORE_UTILIZATION = 50
[constraint.sdc]
current_design regFile_bypass

set clk_period 5.3
set clk_io_pct 0.2

create_clock -name clk0 -period $clk_period [get_ports {clk}]

set non_clock_inputs [all_inputs -no_clocks]
set_input_delay [expr $clk_period * $clk_io_pct] -clock clk0 $non_clock_inputs
set_output_delay [expr $clk_period * $clk_io_pct] -clock clk0 [all_outputs]
[design.v]
module nand2 (out,in1,in2);
    output out;
    input in1,in2;
    assign out = ~(in1 & in2);
endmodule
module not1 (out, in1);
    output out;
    input in1;
    assign out = ~in1;
endmodule
module and2 (out,in1,in2);
    output out;
    input in1,in2;
    wire nand2;
    nand2 x(.out(nand2), .in1(in1), .in2(in2));
    not1 y(.out(out), .in1(nand2));
endmodule
module dec3_to_8 (in, out);
    input [2:0] in;
    output [7:0] out;
    assign out = (in == 3'b000) ? 8'b00000001 :
	         (in == 3'b001) ? 8'b00000010 :
		 (in == 3'b010) ? 8'b00000100 :
		 (in == 3'b011) ? 8'b00001000 :
	  	 (in == 3'b100) ? 8'b00010000 :
		 (in == 3'b101) ? 8'b00100000 :
		 (in == 3'b110) ? 8'b01000000 :
		 (in == 3'b111) ? 8'b10000000 :
		 8'bxxxxxxxx;
endmodule
module dff (
            q,
            d, clk, rst
            );
    output         q;
    input          d;
    input          clk;
    input          rst;
    reg            state;
    assign #(1) q = state;
    always @(posedge clk) begin
      state = rst? 0 : d;
    end
endmodule
module mux8_1_16b(out, in1, in2, in3, in4, in5, in6, in7, in8, s);
    parameter N = 16;
    output [N-1:0]  out;
    input [N-1:0]   in1, in2, in3, in4, in5, in6, in7, in8;
    input [2:0]     s;
    assign out = (s == 3'b000) ? in1 :
	         (s == 3'b001) ? in2 :
		 (s == 3'b010) ? in3 :
		 (s == 3'b011) ? in4 :
		 (s == 3'b100) ? in5 :
		 (s == 3'b101) ? in6 :
		 (s == 3'b110) ? in7 :
		 (s == 3'b111) ? in8 :
		 16'b0000000000000000;
endmodule
module reg_16b (q_16b, d_16b, clk, rst, write);
    parameter N = 16;
    output [N - 1:0] q_16b;
    input [N -1:0] d_16b;
    input clk, rst, write;
    wire new_clk, not_clk2, new_clk2;
    wire [15:0] write_d;
    assign write_d = write ? d_16b : q_16b;
    dff flop0(.q(q_16b[0]), .d(write_d[0]), .clk(clk), .rst(rst));
    dff flop1(.q(q_16b[1]), .d(write_d[1]), .clk(clk), .rst(rst));
    dff flop2(.q(q_16b[2]), .d(write_d[2]), .clk(clk), .rst(rst));
    dff flop3(.q(q_16b[3]), .d(write_d[3]), .clk(clk), .rst(rst));
    dff flop4(.q(q_16b[4]), .d(write_d[4]), .clk(clk), .rst(rst));
    dff flop5(.q(q_16b[5]), .d(write_d[5]), .clk(clk), .rst(rst));
    dff flop6(.q(q_16b[6]), .d(write_d[6]), .clk(clk), .rst(rst));
    dff flop7(.q(q_16b[7]), .d(write_d[7]), .clk(clk), .rst(rst));
    dff flop8(.q(q_16b[8]), .d(write_d[8]), .clk(clk), .rst(rst));
    dff flop9(.q(q_16b[9]), .d(write_d[9]), .clk(clk), .rst(rst));
    dff flop10(.q(q_16b[10]), .d(write_d[10]), .clk(clk), .rst(rst));
    dff flop11(.q(q_16b[11]), .d(write_d[11]), .clk(clk), .rst(rst));
    dff flop12(.q(q_16b[12]), .d(write_d[12]), .clk(clk), .rst(rst));
    dff flop13(.q(q_16b[13]), .d(write_d[13]), .clk(clk), .rst(rst));
    dff flop14(.q(q_16b[14]), .d(write_d[14]), .clk(clk), .rst(rst));
    dff flop15(.q(q_16b[15]), .d(write_d[15]), .clk(clk), .rst(rst));
endmodule
module regFile_bypass (
                       read1Data, read2Data, err,
                       clk, rst, read1RegSel, read2RegSel, writeRegSel, writeData, writeEn
                       );
   input        clk, rst;
   input [2:0]  read1RegSel;
   input [2:0]  read2RegSel;
   input [2:0]  writeRegSel;
   input [15:0] writeData;
   input        writeEn;
   output [15:0] read1Data;
   output [15:0] read2Data;
   output        err;
   wire [7:0] one_hot_sel;
   dec3_to_8 write_dec(.in(writeRegSel), .out(one_hot_sel));
   wire w_reg0, w_reg1, w_reg2, w_reg3, w_reg4, w_reg5, w_reg6, w_reg7;
   and2 reg0_and(.out(w_reg0), .in1(one_hot_sel[0]), .in2(writeEn));
   and2 reg1_and(.out(w_reg1), .in1(one_hot_sel[1]), .in2(writeEn));
   and2 reg2_and(.out(w_reg2), .in1(one_hot_sel[2]), .in2(writeEn));
   and2 reg3_and(.out(w_reg3), .in1(one_hot_sel[3]), .in2(writeEn));
   and2 reg4_and(.out(w_reg4), .in1(one_hot_sel[4]), .in2(writeEn));
   and2 reg5_and(.out(w_reg5), .in1(one_hot_sel[5]), .in2(writeEn));
   and2 reg6_and(.out(w_reg6), .in1(one_hot_sel[6]), .in2(writeEn));
   and2 reg7_and(.out(w_reg7), .in1(one_hot_sel[7]), .in2(writeEn));
   wire [15:0] reg0_q, reg1_q, reg2_q, reg3_q, reg4_q, reg5_q, reg6_q, reg7_q;
   reg_16b reg0(.q_16b(reg0_q), .d_16b(writeData), .clk(clk), .rst(rst), .write(w_reg0));
   reg_16b reg1(.q_16b(reg1_q), .d_16b(writeData), .clk(clk), .rst(rst), .write(w_reg1));
   reg_16b reg2(.q_16b(reg2_q), .d_16b(writeData), .clk(clk), .rst(rst), .write(w_reg2));
   reg_16b reg3(.q_16b(reg3_q), .d_16b(writeData), .clk(clk), .rst(rst), .write(w_reg3));
   reg_16b reg4(.q_16b(reg4_q), .d_16b(writeData), .clk(clk), .rst(rst), .write(w_reg4));
   reg_16b reg5(.q_16b(reg5_q), .d_16b(writeData), .clk(clk), .rst(rst), .write(w_reg5));
   reg_16b reg6(.q_16b(reg6_q), .d_16b(writeData), .clk(clk), .rst(rst), .write(w_reg6));
   reg_16b reg7(.q_16b(reg7_q), .d_16b(writeData), .clk(clk), .rst(rst), .write(w_reg7));
   wire [15:0] temp_read1Data, temp_read2Data;
   mux8_1_16b read1_mux(.out(temp_read1Data), .in1(reg0_q), .in2(reg1_q), .in3(reg2_q), .in4(reg3_q), .in5(reg4_q), .in6(reg5_q), .in7(reg6_q), .in8(reg7_q), .s(read1RegSel));
   mux8_1_16b read2_mux(.out(temp_read2Data), .in1(reg0_q), .in2(reg1_q), .in3(reg2_q), .in4(reg3_q), .in5(reg4_q), .in6(reg5_q), .in7(reg6_q), .in8(reg7_q), .s(read2RegSel));
   wire bypassR1 = ((read1RegSel == writeRegSel) & writeEn);
   wire bypassR2 = ((read2RegSel == writeRegSel) & writeEn);
   assign read1Data = (bypassR1) ? writeData : temp_read1Data;
   assign read2Data = (bypassR2) ? writeData : temp_read2Data;
endmodule
==> GITHUB_STEP_SUMMARY <==
### Metrics collected by this job

| Metric | Value |
|---|---|
| Area leader, netlist | `dfxtp_1` |
| Synthesis-to-layout area growth | `14.6%` |
| Vias in the first global route | `6131` |
| Sequential Power Share | `42.1%` |
| CP Max Fanout | `12` |
| Ys async rst share | `0%` |
| Sink Count | `approximately 130` |
| Top cells by area | `dfxtp_1 35%, nand2_1 13%, mux2i_1 11%` |
| Peak supply drop | `0.249 mV` |
| Post-synth EDFFs | `0` |
| Tcrit/Tclk final | `88.0%` |
| Xor/xnor share | `0.710%` |
| Yosys chip area | `7400 sq um` |
| Type of the worst setup path | `input port to primary output` |
| Max Freq | `214 MHz` |
| Drt pass-1 iters | `5` |
| First-pass GRT wire length | `36000 um` |
| P_leak | `around 3 nW` |
| Synth Seq Share | `34.6%` |
| Final HPWL DP | `16400 um` |
| WL/cell | `between 15 and 20 um` |
| Synth cell count leaders | `263 x nand2_1, 147 x a21oi_1, 128 x dfxtp_1` |
| # setup viols final | `0` |
| Clock transition at path regs | `about 0.05 ns` |
| Routability cong. | `0.940` |
| RSZ-0062 raised after global routing | `false` |
| Die y size | `approximately 120 um` |
| Clk latency of the worst-skew pair | `between 0.4 and 0.5 ns` |
| Fin worst setup slack | `0.636 ns` |
| # fillers | `1265` |
| Num CTS Buffers | `17` |
| Max Clock Skew | `0 ns` |
| Unique cell types | `39` |
| # diodes | `0` |
| Final instance area | `roughly 8500 sq um` |
| Die width | `124 um` |
| Io pins | `61` |
| Inst Count DP | `1152` |
| Hold endpoint | `reg0.flop3.state` |
| Gate power share | `14.3%` |
| Hold Violations, Final | `0` |
| FF-to-FF setup slack | `4.58 ns` |
| Final non-filler cell total | `1182` |
| Primary FF master, synth | `dfxtp_1` |
| Synth flops | `128` |
| WP data required | `4.24 ns` |
| Cell Area, Synth | `7400 sq um` |
| Post-placement cell area | `7960 sq um` |
| Routed WL | `23600 um` |
| Post-CTS Setup Repair Bufs | `0` |
| Adder share | `0%` |
| Post-CTS sizing | `0` |
| Core Util at FP | `51.1%` |
| First-iteration detailed-routing DRC count | `between 700 and 800` |
| # Cells Yosys | `roughly 980` |
| Worst R2R End | `reg1.flop9.state` |
| H-tree Lvls | `4` |
| Clk root buf | `clkbuf_16` |
| IO buf count | `59` |
| Number of hold buffers added after cts | `0` |
| WHS Path Cells | `2` |
| Via density | `between 5 and 6` |
| Power per standard cell area | `280 nW/um^2` |
| GRT overflow | `0` |
| Crit path DAT | `roughly 3.6 ns` |
| MaxCap Viol Count | `0` |
| Setup TNS | `0 ns` |
| Post-Synthesis Cells | `975` |
| Max clock buf depth | `2` |
| Fin crit period | `4.66 ns` |
| Largest net degree at the start of global routing | `73` |
| Fraction of layout cells with a size suffix above 1 | `under 10%` |
| Clock share of power | `43.6%` |
| R2R Path Start | `reg1.flop9.state` |
| Vias | `7055` |
| Crit. End Element | `primary output` |
| DIE AREA | `15300 sq um` |
| # rows | `44` |
| Worst R2R Path Depth | `2` |
| Outcome | `finished clean` |
| Setup crit start kind | `input port` |
| Worst-Margin Slew | `1.03 ns` |
| CTS tree | `done` |
| DR DRC count | `0` |
| And-or/or-and share of the synthesized area | `21.5%` |
| Sw power | `0.629 mW` |
| Syn Area/Cell | `~7.6 sq um` |
| Warnings from Yosys | `2` |
| Max-Slew Margin vs Limit | `30.9%` |
| Internal power | `roughly 1.7 mW` |
| Routed Antenna Nets | `0` |
| Gr usage total | `32.8%` |
| Post-layout util | `a little under 60%` |
| Final slew viol count | `0` |
| Stage-log warning count | `25` |
| Top cell area share | `34.6%` |
| Synth mux share | `14.5%` |
| Min-Delay Startpoint | `reg0.flop3.state` |
| Worst Hold Class | `flop to flop` |
| Yosys simple share | `21.5%` |
| Sw Share | `26.5%` |
| Post-Place Worst Slack | `around 0.65 ns` |
| Antenna violations before repair | `0` |
| Top cell type by instance count after synthesis | `nand2_1` |
| Main logic family | `AND-OR/OR-AND gates` |
| Core area | `14500 sq um` |
## layout by cell type (no fill, tap or decap), types with 19 or more instances in the layout
| master | instances |
|---|---|
| a21oi_1 | 147 |
| nand2_1 | 263 |
| nand2b_1 | 23 |
| mux2i_1 | 78 |
| nor2_1 | 24 |
| buf_4 | 26 |
| dfxtp_1 | 128 |
| nor2b_1 | 19 |
| clkdlybuf4s50_1 | 56 |
| o31a_1 | 23 |
| o21ai_0 | 45 |
| a31oi_1 | 23 |
## logic make-up after synthesis
family | count (synthesis)
AOI/OAI and AO/OA | 279
xor gates and xnor gates | 6
buffers and inverters | 109
DFF | 128
muxes | 91
other | 1
and+or+nand+nor | 361
## worst max-delay path, stage by stage
cell             delay [ns]
clkdlybuf4s50_1        0.67
buf_4                  0.30
nor3_2                 0.67
or2b_1                 0.28
mux2i_1                0.13
a31oi_1                0.06
clkdlybuf4s50_1        0.42
## per-stage QoR
stage / power, mW / hold slack [ns]
final: 2.37 / 0.461
after global routing: 2.46 / 0.487
after CTS: 2.38 / 0.463
after detailed placement: 1.36 / 0.458
after global placement: 1.35 / 0.448
after floorplan: 1.23 / 0.439
## worst max-delay path by stage
stage | slack (ns) | to | start
CTS | 0.65 | read2Data[10] | read2RegSel[0]
global route | 0.46 | read2Data[10] | read2RegSel[0]
finish | 0.64 | read2Data[10] | read2RegSel[0]
## routing by layer
metal | GRT usage (%) | part of all wire (%) | up-vias
met2 | 43.0 | 40 | 339
li1 | - | - | 3396
met3 | 9.67 | 11 | 22
met5 | 2.08 | 0 | -
met4 | 5.12 | 1.8 | 0
met1 | 54.9 | 47 | 3298
## layout make-up
class / instances / area [sq um] / area share, %
clock buffers: 20 / 457 / 5.39
clock inverters: 10 / 65.1 / 0.767
inverters: 17 / 63.8 / 0.752
multi-input cells: 738 / 4320 / 50.9
flip-flops and latches: 128 / 2560 / 30.2
well taps: 184 / 230 / 2.71
repair buffers: 85 / 786 / 9.27
## power by group through the flow
| stage | registers [mW] | clock network (mW) | logic [mW] |
|---|---|---|---|
| CTS | 1.00 | 1.05 | 0.337 |
| finish | 1.00 | 1.03 | 0.340 |
| global route | 1.00 | 1.09 | 0.370 |
Power and IR drop assume default switching activity.
